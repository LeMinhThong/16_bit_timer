File: ./config.mk
export PLATFORM = sky130hd
export DESIGN_NAME = ip_core
export DESIGN_NICKNAME = ip_core
export VERILOG_FILES = /design/flow/design.v
export SDC_FILE = /design/flow/constraint.sdc
export NUM_CORES = 4
export LEC_CHECK = 1
export CORE_AREA = 10 10 101 101
export DIE_AREA = 0 0 111 111
File: ./constraint.sdc
current_design ip_core

set clk_period 4.7
set clk_io_pct 0.2

create_clock -name clk0 -period $clk_period [get_ports {pclk}]

set non_clock_inputs [all_inputs -no_clocks]
set_input_delay [expr $clk_period * $clk_io_pct] -clock clk0 $non_clock_inputs
set_output_delay [expr $clk_period * $clk_io_pct] -clock clk0 [all_outputs]
File: ./design.v
module decode_addr (
  input wire [7:0] paddr,
  output reg [3:0] select_reg
);
always @(*) begin
  case (paddr)
    8'h00:select_reg <= 4'b0001;
    8'h01:select_reg <= 4'b0010;
    8'h02:select_reg <= 4'b0100;
    default: select_reg <= 4'b0000;
  endcase
end
endmodule
module ip_core (
  input wire pclk,
  input wire preset_n,
  input wire pwrite,
  input wire psel,
  input wire penable,
  input wire [7:0] paddr,
  input wire [7:0] pwdata,
  input wire of, uf,
  output wire pready,
  output wire pslverr,
  output wire tcr_reconf,
  output wire [1:0] rst_ofuf_n,
  output wire [7:0] prdata,
  output wire [7:0] tdr, tcr, tsr
);
wire [3:0] select_reg;
decode_addr decode_addr0 (
  .paddr      (paddr),
  .select_reg (select_reg)
);
ip_decoder ip_decoder0 (
  .pclk       (pclk),
  .preset_n   (preset_n),
  .penable    (penable),
  .pwrite     (pwrite),
  .psel       (psel),
  .select_reg (select_reg),
  .pwdata     (pwdata),
  .of         (of),
  .uf         (uf),
  .pready     (pready),
  .pslverr    (pslverr),
  .tdr        (tdr),
  .tcr        (tcr),
  .tsr        (tsr),
  .rst_ofuf_n   (rst_ofuf_n),
  .tcr_reconf  (tcr_reconf)
);
ip_encoder ip_encoder0 (
  .pwrite     (pwrite),
  .psel       (psel),
  .penable    (penable),
  .select_reg (select_reg),
  .pready     (pready),
  .tdr        (tdr),
  .tcr        (tcr),
  .tsr        (tsr),
  .prdata(prdata)
);
endmodule
module ip_decoder (
  input wire pclk,     
  input wire preset_n, 
  input wire penable,  
  input wire pwrite,   
  input wire psel,
  input wire [3:0] select_reg,
  input wire [7:0] pwdata,
  input wire of, uf,
  output reg pready,    
  output reg pslverr,
  output reg [1:0] rst_ofuf_n,
  output reg tcr_reconf,
  output reg [7:0] tdr, tcr, tsr
);
reg [2:0] count;
always @(posedge pclk or negedge preset_n) begin  
  if (~preset_n) begin
    pready <= 1'b0;
    count <= 3'b000;
  end else begin  
    if (psel == 1'b1) begin
      if (count == 0) begin
        pready <= 1'b1;
      end else begin
        pready <= 1'b0;
        count <= count + 1'b1;
      end
    end else begin  
      pready <= pready;
      count <= 3'b000;
    end
  end
end
always @(posedge pclk or negedge preset_n) begin  
  if (~preset_n)
    pslverr <= 1'b0;
  else
    pslverr <= (select_reg == 4'h0) ? 1'b1 : 1'b0;
end
always @(posedge pclk or negedge preset_n) begin  
  if (~preset_n)
    tdr <= 8'h00;
  else
    tdr <= (penable & pwrite & psel & select_reg[0] & pready) ? pwdata : tdr;
end
always @(posedge pclk or negedge preset_n) begin  
  if (~preset_n) begin
    tcr <= 8'h00;
    tcr_reconf <= 1'b0;
  end else begin
    if (penable & pwrite & psel & select_reg[1] & pready) begin
      tcr <= pwdata;
      tcr_reconf <= 1'b1;
    end else begin
      tcr <= tcr;
      tcr_reconf <= 1'b0;
    end
  end
end
always @(posedge pclk or negedge preset_n) begin  
  if (~preset_n)
    tsr <= 8'h00;
  else begin
    if (penable & pwrite & psel & select_reg[2] & pready) begin
      case(pwdata[1:0])
        2'b00:
          begin
            tsr <= pwdata;
            rst_ofuf_n <= 2'b00;
          end
        2'b01:
          begin
            tsr <= {pwdata[7:2], 1'b0, tsr[0]};
            rst_ofuf_n <= 2'b01;
          end
        2'b10:
          begin
            tsr <= {pwdata[7:2], tsr[1], 1'b0};
            rst_ofuf_n <= 2'b10;
          end
        2'b11:
          begin
            tsr <= {pwdata[7:2], tsr[1:0]};
            rst_ofuf_n <= 2'b00;
          end
      endcase
    end else begin
      tsr[1:0] <= {uf, of};
      rst_ofuf_n <= 2'b11;
    end
  end
end
endmodule
module ip_encoder (
  input wire pwrite,
  input wire psel,
  input wire penable,
  input wire [3:0] select_reg,
  input wire pready,
  input wire [7:0] tdr, tcr, tsr,
  output reg [7:0] prdata
);
always @(pwrite or psel or penable or pready) begin
  if (~pwrite & psel & penable & pready) begin
    case (select_reg)
      4'b0001:  prdata <= tdr;
      4'b0010:  prdata <= tcr;
      4'b0100:  prdata <= tsr;
      default:  prdata <= 8'h00;
    endcase
  end
  else
    prdata <= 8'h00;
end
endmodule
File: ./run.sh
#!/bin/bash
# OpenROAD 26Q1-2900-gdf79404cd8, Yosys 0.63+post, stock flow scripts
make -C /OpenROAD-flow-scripts/flow DESIGN_CONFIG=/design/flow/config.mk WORK_HOME=/design/flow/orfs finish
==> results.txt <==
Numbers from the implementation run.

The residual antenna-violating net count after detailed routing is 0. The fraction of registers with async set or reset after synthesis is 93.8%. The total of cells resized after clock tree synthesis is 0. STA reports the tightest min-delay check as being of type reg -> reg. The DRC violation count after routing is 0. The routed length per instance is 15.8 um. Power spread over the standard cell area amounts to around 250 nW/um^2. The via count of the first global-routing pass was 1294. After routing the design area is 2370 sq um. Per the synth log, the flip-flop and latch total comes to 32. The buffer type at the clock tree root is sky130_fd_sc_hd__clkbuf_8.

Setup repair after global routing left no endpoint under its margin. The critical path goes through clkdlybuf4s50_1 -> or4_1 -> or4b_1 -> nor2_1 -> clkdlybuf4s50_1. The die outline area is between 10000 and 15000 sq um.

The y dimension of the die is 111 um. The skew report gives the latency at the later pin of the worst-skew pair as 0.28 ns. The clock tree from TritonCTS is yes.

After detailed placement, the total cell area comes to around 2300 sq um. The wire-length estimate of the detail-placed layout is 3.45 mm. The horizontal die size is between 100 and 150 um.

Adding up every negative setup slack in the final design gives 0 ns. The via count is 1175. The ratio of final minimum period to clock period is 90.8%. The maximum number of pins on one net before global-route repair is 33. According to the I/O placement log, the pin count is ~60. The class of the most critical setup path is in -> out.

The mapped netlist covers 1560 sq um. The number of distinct standard cells referenced by the synthesized netlist is 25. The number of warning messages in the logs is 26. The total overflow left after global routing is 0.

During placement, the flow inserted port buffers numbering between 50 and 60. The clock drives 32 sinks. The internal power summed over all cells is 0.440 mW. The clock period minus final worst setup slack is ~4.3 ns. Of the post-synthesis cell area, the dominant cell type holds 48.2%.

On the critical path the largest part of the delay comes from simple AND/OR/NAND/NOR gates. The most used flip-flop cell is sky130_fd_sc_hd__dfrtp_1. STA lists the maximum fanout along the critical path as 8. The detail-routed via count per cell is 4.01. The post-synthesis to final-layout area growth is 52.4%. The maximum buffer depth of the clock tree is 2. The critical path capture point type is a primary output.

Per the post-synthesis stats, the area per cell is 12.8 sq um. The sequential cell area fraction in the yosys report is 52.0%. The data required time reported for the critical path is about 3.8 ns. The worst setup slack after layout is 0.431 ns.

The number of detailed-routing iterations run before antenna repair is 3. The largest stage delay on the critical path is 0.73 ns. The share of the core area taken by cells at floorplan is 19.2%.

Counting the buffers created by CTS gives 5. The analysis attributes to cell leakage a power of 1.00 nW. Hold-check failures listed in the final report amount to 0.

According to the floorplan report, the placeable core area is 8130 sq um. The cell that appears most often on the critical path is sky130_fd_sc_hd__clkdlybuf4s50_1. The flow ran to the end, and the final reports show no timing, DRC or antenna violations. Across every metal layer, demand over resource in global routing totals about 7.4%.

Yosys reports a chip area of between 1500 and 2000 sq um. Switching power as a fraction of the total was reported as between 20% and 30%. STA classifies the critical path startpoint as a primary input.

Wires add up to 4.62 mm. The synthesis report lists the most area-consuming cells as sky130_fd_sc_hd__dfrtp_1 (48%), sky130_fd_sc_hd__mux2_2 (17%), sky130_fd_sc_hd__mux2i_1 (7.7%), sky130_fd_sc_hd__nor4_4 (4.1%), sky130_fd_sc_hd__edfxtp_1 (3.9%). The script extracted a net switching power of 0.142 mW. The number of rows in the core area is 33. At the worst endpoint, the arrival time is 3.33 ns.

The first routing iteration left 25 violations. The library cell with the largest summed area after synthesis is sky130_fd_sc_hd__dfrtp_1. For the pin with the worst max-slew slack, the measured transition is 0.854 ns. In the final run the clock tree shows a worst skew of 0.00637 ns. The number of instances in the synthesized netlist is 122. The final-report setup violation count is 0. The number of filler instances in the final layout is 809. The synth_stat.txt file lists the number of cells as approximately 120. The clock network fraction of design power is around 34%.

The share of final-layout standard cells stronger than drive strength 1 is 22.9%. The number of maximum-capacitance violations is 0. Looking at the worst setup and hold paths, the clock pins of their registers show a slew of approximately 0.060 ns. The setup slack at placement is 0.391 ns.

The max-slew violation count is 0. The number of buffer and inverter instances along the worst setup path is 2. The placer congestion estimate is 0.748. The flow reports that combinational logic draws 15.3% of the design power. The worst ir drop on vdd is 0.0000756 V. The number of levels the H-tree was split into is 2.

Per the repair_timing log after CTS, setup buffers inserted total 0. The post-synth tally of flip-flops with integrated enable is 2. The headroom to the max-slew limit is 42.6%.

The part of the power in registers is 50.8%. The first global-routing pass estimated 7.29 mm of wire. The highest clock frequency the design can meet is approximately 230 MHz. The synthesis report lists the Yosys warning total as 3. The timing report shows that the slowest cell on the worst path is sky130_fd_sc_hd__or4b_1. The initial antenna violation count was 0. The final antenna diode count is 0.

The count of hold buffers inserted by post-cts repair is 0.
==> through the flow <==
stage                     util, %  total power [mW]  instances  hold slack, ns
final                        29.2             0.582        293           0.536
after global routing         29.2             0.616        293           0.562
after CTS                    29.2             0.594        293           0.542
after detailed placement     28.2             0.391        286           0.527
after global placement       28.2             0.390        286           0.514
after floorplan                 -             0.338        122           0.480
==> Yosys cell counts, types with 3 or more instances <==
master                      instances
sky130_fd_sc_hd__nor4_4             3
sky130_fd_sc_hd__clkbuf_1           3
sky130_fd_sc_hd__mux2i_1           12
sky130_fd_sc_hd__nor2b_1            4
sky130_fd_sc_hd__dfrtp_1           30
sky130_fd_sc_hd__nand2_1            4
sky130_fd_sc_hd__a21oi_1            3
sky130_fd_sc_hd__a2bb2oi_1          6
sky130_fd_sc_hd__or2_2              3
sky130_fd_sc_hd__mux2_2            23
sky130_fd_sc_hd__nor2_1             7
sky130_fd_sc_hd__inv_1              6
==> cell families (layout without fill, tap and decap cells) <==
group / Yosys count / in the layout / synth area share [%]
compound gates: 12 / 12 / 5.54
fa+ha+maj: 2 / 2 / 1.61
xor+xnor: 1 / 1 / 0.562
buf+inv: 12 / 78 / 2.97
mux: 35 / 35 / 24.3
simple gates: 28 / 28 / 12.9
flops: 32 / 32 / 52.0
==> power groups by stage <==
stage,Sequential [mW],Combinational (mW),Clock [mW]
6_report,0.296,0.0892,0.197
5_1_grt,0.297,0.0994,0.220
4_1_cts,0.296,0.0909,0.207
==> registers in the layout (all words and copies together) (netlist names) <==
register and count:
ip_decoder0.tsr 8, ip_decoder0.tcr 8, ip_decoder0.count 3, ip_decoder0.pready 1
ip_decoder0.tdr 8, ip_decoder0.pslverr 1, ip_decoder0.tcr_reconf 1, ip_decoder0.rst_ofuf_n 2
==> metal layers <==
layer  track usage [%]  wire [um]
met1              9.35       2040
met2              11.9       2160
met3              2.90        349
met4              1.13         76
met5                 0          0
==> placed cells by master (no fill, tap or decap), drive strengths merged <==
cell type      count
clkdlybuf4s50     58
dfrtp             30
mux2              23
mux2i             12
nor2               7
buf                7
inv                6
a2bb2oi            6
clkbuf             6
nor2b              4
nand2              4
or2                3
a21oi              3
nor4               3
nand3b             2
o21ai              2
ha                 2
edfxtp             2
or4                1
nand3              1
or4b               1
a211o              1
or3b               1
xnor2              1
and2               1
clkinv             1
==> final cells by class <==
type                    instances  area, sq um  share of cell area, %
repair buffers                 65          631                   26.6
inverters                       6         22.5                  0.949
well taps                     105          131                   5.54
clock inverters                 1         5.00                  0.211
multi-input cells              78          701                   29.5
clock buffers                   6         72.6                   3.06
flip-flops and latches         32          811                   34.2
==> worst register-to-register path, stage by stage (launching register included) <==
cell                      delay, ns
sky130_fd_sc_hd__dfrtp_1       0.36
sky130_fd_sc_hd__nand3_1       0.13
sky130_fd_sc_hd__buf_4         0.19
sky130_fd_sc_hd__nor4_4        0.71
sky130_fd_sc_hd__mux2_2        0.41
==> worst paths after layout <==
check                      slack [ns]  depth (start not counted)                                to                      startpoint
min reg2reg                      0.54                          1    ip_decoder0.tdr[6]$_DFFE_PN0P_  ip_decoder0.tdr[6]$_DFFE_PN0P_
max in group asynchronous        3.52                          1    ip_decoder0.tcr[2]$_DFFE_PN0P_                        preset_n
min                              0.54                          1    ip_decoder0.tdr[6]$_DFFE_PN0P_  ip_decoder0.tdr[6]$_DFFE_PN0P_
max                              0.43                          5                         prdata[2]                        paddr[3]
min in group asynchronous        0.71                          1  ip_decoder0.count[2]$_DFFE_PN0P_                        preset_n
max reg2reg                      2.77                          4    ip_decoder0.tcr[4]$_DFFE_PN0P_  ip_decoder0.pready$_DFFE_PN0P_
Power figures rest on the tool's default switching activity, not on a simulated workload.
