==> ./design.v <==
module counter(
  input wire pclk, preset_n, clk_in, en, load, updown,
  input wire [7:0] tdr,
  input wire tcr_reconf,
  output reg [7:0] cnt
);
reg last_clk_in;
wire count_en;
always @(posedge pclk) begin  
  last_clk_in <= clk_in;
end
assign count_en = ~last_clk_in & clk_in;
always @(posedge pclk or negedge preset_n) begin  
  if (~preset_n) begin
    cnt <= 8'h00; 
  end else begin  
    if (en) begin
      if (load) begin
        if (tcr_reconf) begin
          cnt <= tdr;
        end else begin
          if (updown) begin
            if (count_en)
              cnt <= cnt - 1;
            else
              cnt <= cnt;
          end else begin  
            if (count_en)
              cnt <= cnt + 1;
            else
              cnt <= cnt;
          end
        end
      end else begin  
        if (updown) begin
          if (tcr_reconf) begin
            cnt <= 8'hff;
          end else begin
            if (count_en)
              cnt <= cnt - 1;
            else
              cnt <= cnt;
          end
        end else begin  
          if (tcr_reconf) begin
            cnt <= 8'h00;
          end else begin
            if (count_en)
              cnt <= cnt + 1;
            else 
              cnt <= cnt;
          end
        end
      end
    end else begin  
      cnt <= cnt;
    end
  end
end
endmodule
==> ./run.sh <==
#!/bin/bash
# OpenROAD 26Q1-2900-gdf79404cd8, Yosys 0.63+post, stock flow scripts
make -C /OpenROAD-flow-scripts/flow DESIGN_CONFIG=/design/flow/config.mk WORK_HOME=/design/flow/orfs finish
==> ./config.mk <==
export PLATFORM = sky130hd
export DESIGN_NAME = counter
export DESIGN_NICKNAME = counter
export VERILOG_FILES = /design/flow/design.v
export SDC_FILE = /design/flow/constraint.sdc
export NUM_CORES = 4
export LEC_CHECK = 1
export CORE_AREA = 10 10 73 73
export DIE_AREA = 0 0 83 83
==> ./constraint.sdc <==
current_design counter

set clk_period 2.4
set clk_io_pct 0.2

create_clock -name clk0 -period $clk_period [get_ports {pclk}]

set non_clock_inputs [all_inputs -no_clocks]
set_input_delay [expr $clk_period * $clk_io_pct] -clock clk0 $non_clock_inputs
set_output_delay [expr $clk_period * $clk_io_pct] -clock clk0 [all_outputs]
==> results.txt <==
On the backend side, the flow ran end to end.

The accumulated negative setup slack stands at 0 ns. The vertical extent of the die stands at about 83 µm. The first TritonRoute pass finished after 4 iterations. The minimum setup slack after placement stands at approximately 0.21 ns. Per the STA report, the cell with the highest stage delay on the worst path is clkdlybuf4s50_1. The relative area change from synthesis to final layout stands at 40.90%. STA classifies the critical path startpoint as an input pin. The worst clock skew stands at ~0.005 ns. For reference, the final report shows the max-slew violation count at 0. Entering global routing, the biggest net connects 11 pins. Looking at the clock tree report, the H-tree level count equals 1. Per the final timing report, the hold violations number 0. The average instance in the mapped netlist occupies a little under 8 µm². Setup repair after global routing left no endpoint under its margin. Subtracting the final worst setup slack from the clock period gives roughly 2.0 ns. Yosys mapped the design onto between 40 and 50 distinct sky130hd cell types. Total power normalized to cell area comes to between 500 and 600 nW/µm². The total cell area reported by yosys after synthesis stands at between 800 and 900 µm².

The chip area stands at about 7000 µm². In this run, synthesis inferred 0 flip-flops with an integrated enable. The post-route utilization of the core is recorded as about a third. The relative slew slack stands at a little under three quarters. The critical path is of the in2reg type. Clock-pin slew was measured on the worst setup and hold paths at about 0.050 ns. The required time at the worst endpoint is listed as 2.52 ns. The fraction of the core area occupied by cells at floorplan stands at roughly 22%. The transition time at the pin with the least slew margin stands at approximately 0.42 ns.

The count of hold buffers inserted by post-cts repair stands at 0. Power comes to 603.4 µW. The final layout contains routed wiring with a total length of between 2 and 2.5 mm. The worst register-to-register path ends at cnt[4]. The flow ran to the end, and the final reports show no timing, DRC or antenna violations. The DRC marker count from the first detailed-route iteration stands at roughly 90. In this run the horizontal extent of the chip is between 80 and 90 µm. The tally of OpenROAD warnings stands at 26.

The placement summary gives the final routability congestion estimate as approximately 0.86. The number of cells on the worst reg-to-reg path is 7. The leakage power figure stands at 0.4771 nW. Sequential cells were found to cover a little over a quarter of the synthesized design area. After global routing the overflow that remains totals 0. Looking at the reg2reg group, the worst path starts from cnt[0]. In the synthesized netlist the dominant register cell turns out to be dfrtp_1. The synthesis report lists the Yosys warning total as 1. Across the run, the number of max-cap violations was 0. In the layout the commonest cells are clkdlybuf4s50_1, nand2_1, a21oi_1, nor2_1, dfrtp_1. TritonCTS built the clock tree. After clock tree synthesis, the repair step resized 0 gates. The first global-routing pass estimated 4.181 mm of wire. In this run the worst hold path is classified as in2async. After synthesis the cells add up to between 800 and 900 µm². The post-synthesis register bit count stands at 9. The ratio of routed vias to standard cells stands at a little under 5. The number of inserted diodes stands at 0. Per STA, the highest per-stage delay on the worst path measures 0.53 ns. Listed in order, past its start point the critical path passes clkdlybuf4s50_1 -> and2b_2 -> nand4_2 -> o311ai_1 -> a41oi_1 -> a2111oi_2. Once detail routing completed, the nets flagged for antenna violations numbered 0. The via count of the first global-routing pass stands at a little under 900. TritonRoute output was used to compute an average wire per cell of 13.57 µm.

The initial antenna violation count stands at 0. In the final layout, the share of cells above drive strength 1 is 12.88%. The largest voltage drop on the vdd net stands at 0.1409 mV.

Per the finish-stage timing summary, setup violations number 0. Including well taps, the total number of placed cells is around 180. The core area stands at 3744 µm². Synthesis handed over a netlist of ~110 instances. The wire-length estimate of the detail-placed layout is around 1.9 mm. The highest net fanout along the worst path stands at 5. The root buffer cell chosen for the clock tree is clkbuf_8. The TritonCTS buffer count stands at 3. The most critical setup path has its startpoint at clk_in. The number of buffer cells added on primary ports stands at 22. The placement row count stands at 22. Leaving out fill and tap cells, the most frequent cell in the layout is clkdlybuf4s50_1. The post-route DRC violation count stands at 0. The post-CTS repair timing setup buffer count stands at 0. For the worst-skew pair, the clock arrives at the later sink with an insertion delay of around 0.23 ns.

The count of clock tree sinks stands at 9. The I/O pin count stands at 23. In the post-route analysis, the smallest setup slack over all paths is 0.4469 ns.

The number of standard cells reported by yosys stands at about 110. The share of the clock period used by the worst path stands at roughly four fifths. Overall routing resource usage recorded by global route was a little under 7%. The capture point of the critical path was reported as cnt[4].

The overall via count from detail_route stands at 876. The worst endpoint data arrival time stands at slightly above 2 ns. The reg-to-reg setup timing slack stands at about 0.61 ns. The finished layout holds 180 standard cells, fillers aside. The clock passes through at most 2 buffers. The peak clock frequency supported by timing stands at ~510 MHz. The worst setup path is captured at a flop. The share of synthesized registers carrying an async set or reset stands at about nine tenths.
## critical path: cells and delay by family
family / cells / cell delay [ns]
AND-OR/OR-AND: 3 / 0.66
buffers and inverters: 1 / 0.53
AND/OR/NAND/NOR: 2 / 0.40
## report_power, final
group,internal (mW),switching (mW)
logic,0.120,0.0841
clock network,0.116,0.0590
registers,0.176,0.0484
total,0.412,0.192
## layer usage
layer	global-route usage (%)	share of wire [%]	vias to the layer above
li1	-	-	447
met3	1.378	5.2	2
met1	10.22	52	401
met2	9.916	42	26
met4	1.385	1.4	0
met5	0	0	-
## cell type report
class	count	area [µm²]
Clock buffer	4	45.04
Fill cell	416	2562
Inverter	5	18.77
Multi-Input combinational cell	86	571.8
Sequential cell	9	220.2
Tap cell	48	60.06
Timing Repair Buffer	28	265.3
## sequential cells by signal, indices dropped and copies added (netlist names)
| signal | count |
|---|---|
| cnt | 8 |
| last_clk_in | 1 |
## logic make-up after synthesis
logic type | count (synthesis) | share of synthesized area [%]
AND-OR/OR-AND | 37 | 32.09
XOR/XNOR | 1 | 1.045
adder cells (fa/ha/maj) | 2 | 2.985
buffers and inverters | 11 | 5.522
flip-flops | 9 | 26.27
multiplexers | 3 | 3.582
AND/OR/NAND/NOR | 43 | 28.51
## metrics by stage
| stage | area, µm² | hold WS [ns] |
|---|---|---|
| floorplan | 838.3 | 0.1844 |
| global placement | 1136 | 0.5680 |
| detailed placement | 1136 | 0.5745 |
| CTS | 1181 | 0.5543 |
| global route | 1181 | 0.5807 |
| finish | 1181 | 0.5395 |
## cells in the mapped netlist (all sizes together), types with 2 or more instances
library cell  instances  area (µm²)
nand3                 2       15.01
nand4                 3       25.02
o21ai                 4       20.01
a211oi                2       15.01
inv                   5       18.77
and2b                 2       16.27
ha                    2       25.02
dfrtp                 8       200.2
buf                   5       23.77
nand2b                2       12.51
nor2                  8       30.03
nor3                  2       10.01
o31ai                 2       15.01
mux2i                 3       30.03
a2111oi               2       42.54
nand2                17       63.81
a21oi                14       70.07
## how the worst min path moves through the flow
stage	slack, ns	cells after the start	from	to
4_1_cts	0.55	1	preset_n	cnt[1]
5_1_grt	0.58	1	preset_n	cnt[3]
6_report	0.54	1	preset_n	cnt[1]
Power is estimated from default activity; no workload was simulated.
